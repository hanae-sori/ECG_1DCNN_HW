$ cat flow/design.v
module fc
    #(parameter
        DW = 32,
        in_ch = 4,
        in_seq = 23
    )
    (
        clk,
        RSTn,
        i_EN_w,
        i_EN_c,
        o_busy,
        i_data,
        i_stb_in,
        o_ack_in,
        o_data,
        o_stb_out,
        i_ack_out
    );
    input clk,
          RSTn;
    input i_EN_w,
          i_EN_c;
    output o_busy;
    input [DW*in_ch-1:0] i_data;
    input i_stb_in;
    output o_ack_in;
    output [DW-1:0] o_data;
    output o_stb_out;
    input i_ack_out;
    reg r_ack_in;
    assign o_ack_in = r_ack_in;
    reg [DW-1:0] arr_weight[0:in_ch-1][0:in_seq-1];
    reg [DW-1:0] arr_mult[0:in_ch-1][0:in_seq-1];
    reg [31:0] cnt_seq;
    reg [DW-1:0] r_conv;
    reg [DW-1:0] r_data;
    assign o_data = r_data;
    reg r_stb_out;
    assign o_stb_out = r_stb_out;
    wire [DW-1:0] arr_sum[0:in_ch-1][1:in_seq-1];
    genvar m, n;
    generate
        for (m = 0; m < in_seq; m = m+1) begin
            assign arr_sum[1][m] = arr_mult[1][m] + arr_mult[0][m];
            for (n = 2; n < in_ch; n = n+1) begin
                assign arr_sum[n][m] = arr_sum[n-1][m] + arr_mult[n][m];
            end
        end
    endgenerate
    reg [2:0] state;
    localparam IDLE = 3'b000,
               LOAD = 3'b110,
               MULT = 3'b100,
               ADD  = 3'b101,
               WAIT = 3'b001;
    integer i, j;
    always @(posedge clk, negedge RSTn)
        if (!RSTn) begin
            state <= IDLE;
            r_ack_in <= 0;
            for (i = 0; i < in_ch; i = i+1) begin
                for (j = 0; j < in_seq; j = j+1) begin
                    arr_weight[i][j] <= 0;
                    arr_mult[i][j] <= 0;
                end
            end
            r_conv <= 0;
            r_data <= 0;
            r_stb_out <= 0;
            cnt_seq <= 0;
        end
        else begin
            case (state)
                IDLE : begin
                    r_ack_in <= 0;
                    for (i = 0; i < in_ch; i = i+1) begin
                        for (j = 0; j < in_seq; j = j+1) begin 
                            arr_mult[i][j] <= 0;
                        end
                    end
                    r_conv <= 0;
                    cnt_seq <= 0;
                    case ({i_EN_w, i_EN_c})
                        2'b10 :
                            state <= LOAD;
                        2'b01 :
                            state <= MULT;
                        default :
                            state <= IDLE;
                    endcase
                end
                LOAD : begin
                    r_ack_in <= 1;
                    if (i_stb_in && o_ack_in) begin
                        r_ack_in <= 0;
                        for (i = 0; i < in_ch; i = i+1) begin
                            for (j = 0; j < in_seq-1; j = j+1) begin
                                arr_weight[i][j+1] <= arr_weight[i][j];
                            end
                            arr_weight[i][0] <= i_data[i*DW +: DW];
                        end
                        if (cnt_seq == in_seq-1)
                            state <= IDLE;
                        else begin
                            state <= LOAD;
                            cnt_seq <= cnt_seq+1;
                        end
                    end
                end
                MULT : begin
                    r_ack_in <= 1;
                    if (i_stb_in && o_ack_in) begin
                        r_ack_in <= 0;
                        for (i = 0; i < in_ch; i = i+1) begin
                            for (j = 0; j < in_seq; j = j+1) begin
                                arr_mult[i][j+1] <= arr_mult[i][j];
                            end
                            arr_mult[i][0] <= i_data[i*DW +: DW] * arr_weight[i][j];
                        end
                        if (cnt_seq == in_seq-1) begin
                            state <= ADD;
                            cnt_seq <= 0;
                        end
                        else begin
                            state <= MULT;
                            cnt_seq <= cnt_seq+1;
                        end
                    end
                end
                ADD : begin
                    r_ack_in <= 0;
                    r_conv <= r_conv + arr_sum[in_ch-1][cnt_seq];
                    if (cnt_seq == in_ch-1) begin
                        state <= WAIT;
                        cnt_seq <= 0;
                    end
                    else begin
                        state <= ADD;
                        cnt_seq <= cnt_seq+1;
                    end
                end
                WAIT : begin
                    r_ack_in <= 0;
                    if (!o_stb_out) begin
                        state <= IDLE;
                        r_data <= r_conv;
                        r_stb_out <= 1;
                    end
                    else
                        state <= WAIT;
                end
            endcase
            if (o_stb_out && i_ack_out)
                r_stb_out <= 0;
        end
        assign o_busy = |state;
endmodule
module layer_4
    #(parameter
        DW = 32,
        in_ch = 16,
        in_seq = 1, 
        out_ch = 5
    )
    (
        clk,
        RSTn,
        i_EN_w,
        i_EN_c,
        o_busy,
        i_data,
        i_stb_in,
        o_ack_in,
        o_data,
        o_stb_out,
        i_ack_out
    );
    input clk,
          RSTn;
    input i_EN_w, 
          i_EN_c;
    output o_busy;
    input [DW*in_ch-1:0] i_data;
    input i_stb_in;
    output o_ack_in;
    output [DW*out_ch-1:0] o_data;
    output o_stb_out;
    input i_ack_out;
    reg [DW-1:0] r_bias[0:out_ch-1];
    reg r_ack_w;
    reg r_EN_w;
    reg [31:0] cnt_arr;
    reg [1:0] state;
    localparam IDLE = 2'b00,
               BIAS = 2'b10,
               LOAD = 2'b01;
    integer i;
    always @(posedge clk, negedge RSTn)
        if (!RSTn) begin
            state <= IDLE;
            r_ack_w <= 0;
            r_EN_w <= 0;
            cnt_arr <= 0;
            for (i = 0; i < out_ch; i = i+1)
                r_bias[i] <= 0;
        end
        else begin
            case (state)
                IDLE : begin
                    r_ack_w <= 0;
                    r_EN_w <= 0;
                    cnt_arr <= 0;
                    if (i_EN_w)
                        state <= BIAS;
                    else 
                        state <= IDLE;
                end
                BIAS : begin
                    r_ack_w <= 1;
                    r_EN_w <= 0;
                    if (i_stb_in && o_ack_in) begin
                        r_ack_w <= 0;
                        for (i = 0; i < in_ch; i = i+1)
                            r_bias[(in_ch*cnt_arr)+i] <= i_data[i*DW +: DW];
                        if (cnt_arr == (out_ch/in_ch)-1) begin
                            state <= LOAD;
                            r_EN_w <= 1;
                            cnt_arr <= 0;
                        end
                        else begin
                            state <= BIAS;
                            cnt_arr <= cnt_arr+1;
                        end
                    end
                end
                LOAD : begin
                    r_ack_w <= 0;
                    r_EN_w <= 1;
                    if (i_stb_in && o_ack_in) begin
                        if (cnt_arr == in_seq*out_ch-1) begin
                            state <= IDLE;
                            r_EN_w <= 0;
                        end
                        else begin
                            state <= LOAD;
                            cnt_arr <= cnt_arr+1;
                        end
                    end
                end
            endcase
        end
    wire [out_ch-1:0] w_EN_w;
    wire [out_ch-1:0] w_busy;
    wire [out_ch-1:0] w_ack_in;
    wire [DW-1:0] w_conv[0:out_ch-1];
    wire [DW-1:0] w_data[0:out_ch-1];
    wire [out_ch-1:0] w_stb_out;
    wire [out_ch-1:0] o_gt_z;
    genvar m;
    generate
        for (m = 0; m < out_ch; m = m + 1) begin : gen_Conv
            assign w_EN_w[m] = r_EN_w && ((cnt_arr/in_seq)==m);
            assign w_data[m] = w_conv[m] + r_bias[m];
            assign o_data[m*DW +: DW] = w_data[m];
            fc
            #(
                .DW(DW),
                .in_ch(in_ch),
                .in_seq(in_seq)
            )
            fc
            (
                .clk(clk),
                .RSTn(RSTn),
                .i_EN_w(w_EN_w[m]),
                .i_EN_c(i_EN_c),
                .o_busy(w_busy[m]),
                .i_data(i_data),
                .i_stb_in(i_stb_in),
                .o_ack_in(w_ack_in[m]),
                .o_data(w_conv[m]),
                .o_stb_out(w_stb_out[m]),
                .i_ack_out(i_ack_out)
            );
        end
    endgenerate
    assign o_busy = (|w_busy) | (|state);
    assign o_ack_in = (state[1] && r_ack_w) | (|w_ack_in);
    assign o_stb_out = &w_stb_out;
endmodule
$ cat flow/run.sh
#!/bin/bash
# OpenROAD 26Q1-2900-gdf79404cd8, Yosys 0.63+post, stock flow scripts
make -C /OpenROAD-flow-scripts/flow DESIGN_CONFIG=/design/flow/config.mk WORK_HOME=/design/flow/orfs finish
$ cat flow/config.mk
export PLATFORM = sky130hd
export DESIGN_NAME = layer_4
export DESIGN_NICKNAME = layer_4
export VERILOG_FILES = /design/flow/design.v
export SDC_FILE = /design/flow/constraint.sdc
export NUM_CORES = 4
export LEC_CHECK = 1
export CORE_UTILIZATION = 50
$ cat flow/constraint.sdc
current_design layer_4

set clk_period 89.8
set clk_io_pct 0.2

create_clock -name clk0 -period $clk_period [get_ports {clk}]

set non_clock_inputs [all_inputs -no_clocks]
set_input_delay [expr $clk_period * $clk_io_pct] -clock clk0 $non_clock_inputs
set_output_delay [expr $clk_period * $clk_io_pct] -clock clk0 [all_outputs]
==> impl_metrics.json <==
{
  "outcome": "finished, final reports clean",
  "setup_slack_ns": 63.15,
  "hp-class": "flop to flop",
  "grt_max_degree": 169,
  "drtAntennaViolNets": 0,
  "nFillCells": 59750,
  "clkTransAtPathRegs_ns": 0.06,
  "drive_gt1_share_pct": 5.506,
  "std_cell_rows": 301,
  "r2r_cells": 97,
  "drt_iter0_drc": 20460,
  "grt_pass1_wl_um": 1716000,
  "startpoint_type": "input pin",
  "r2r_setup_slack_ns": 65.41,
  "chip_area_um2": 677000,
  "groute.usage.overall_pct": 34.51,
  "fmax_mhz": 37.52,
  "drv_cap": 0,
  "design.core.area_um2": 671500,
  "dr.pass1.iters": 8,
  "grt_pass1_vias": 278600,
  "cts_buffer_depth": 4,
  "min_to": "gen_Conv[3].fc.arr_mult[14][24]$_DFFE_PN0P_",
  "netlist_instances": 38850,
  "async_flop_share_pct": 100.0,
  "pre_cts_ws_ns": 62.13,
  "cts_tree": "done",
  "synthFlopType": "dfrtp_1",
  "die_w_um": 822.8,
  "fin_setup_tns_ns": 0,
  "worstSetupPathType": "input pin to flop",
  "antenna_found_initial": 39,
  "cts_buffers": 428,
  "edf_count": 0,
  "min_period_ns": 26.65,
  "critical_path_required_ns": 90.80,
  "cp_slowest_cell": "xnor2_1",
  "p_leak_uw": 0.1844,
  "wire_per_inst_um": 23.36,
  "rr_startpoint": "gen_Conv[4].fc.arr_mult[1][0]$_DFFE_PN0P_",
  "cp-end-kind": "flop",
  "htreeDepth": 5,
  "postCtsHoldBufs": 0,
  "cellPowerDensity_nw_per_um2": 14.32,
  "ys_seq_share_pct": 25.41,
  "fin_crit_sh_pct": 29.68,
  "cp_max_fo": 30,
  "netlist_area_um2": 336900,
  "timing.rr.end": "gen_Conv[4].fc.r_conv[30]$_DFFE_PN0P_",
  "cts_sinks": 3421,
  "vias": 283600,
  "finClkSkew_ns": 0.1056,
  "dieHeight_um": 822.8,
  "ys_cells": 38850,
  "drt-total-wl_um": 1121000,
  "dp_hpwl_um": 854600,
  "gp_congestion": 1.009,
  "tightest_slew_ns": 1.042,
  "pin_count": 681,
  "rsz0062_at_grt": "no",
  "root_buffer": "clkbuf_16",
  "yosys_warnings": 2726,
  "ys_chip_area_um2": 336900,
  "portBuffers": 392,
  "cp.arrival_ns": 27.65,
  "synth_flops": 3421,
  "synth_area_per_cell_um2": 8.670,
  "worstHoldStart": "gen_Conv[3].fc.arr_mult[15][24]$_DFFE_PN0P_",
  "peakVddDrop_v": 0.00002147,
  "fp_util_pct": 50.16,
  "drc": 0,
  "clock_latency_ns": 1.11,
  "slew_violations": 0,
  "setup_viol": 0,
  "via_per_inst": 5.910,
  "cts_resized": 0,
  "gr-total-overflow": 0,
  "synth.distinct_cells": 101,
  "openroad.warnings": 397,
  "slew_headroom_pct": 28.76,
  "post_cts_buffers": 0,
  "slowest_delay_ns": 0.69,
  "min_path_cells": 1,
  "hold_violations": 0,
  "area_growth_pct": 8.664
}
==> through the flow <==
step / power (uW) / hold slack [ns] / instances / cell area (um^2) / utilization (%)
final: 5243 / 0.4535 / 47990 / 366000 / 54.51
after global routing: 5499 / 0.4687 / 47960 / 366000 / 54.50
after CTS: 5282 / 0.4374 / 47950 / 366000 / 54.50
after detailed placement: 3412 / 0.4710 / 47160 / 351200 / 52.30
after global placement: 3394 / 0.4637 / 47160 / 351200 / 52.30
after floorplan: 2652 / 0.4467 / 38850 / 336900 / -
==> area by class of cell <==
class / count / area [um^2] / share of cell area (%)
diodes: 34 / 85.08 / 0.02324
clock inverters: 217 / 2532 / 0.6919
inverters: 3874 / 14550 / 3.974
clock buffers: 573 / 12220 / 3.339
multi-input cells: 29920 / 231100 / 63.14
flip-flops and latches: 3421 / 85610 / 23.39
well taps: 8938 / 11180 / 3.055
repair buffers: 1011 / 8751 / 2.391
==> worst max-delay path, delay by kind of cell <==
| family | cells | cell delay [ns] |
|---|---|---|
| AND/OR/NAND/NOR | 2 | 0.18 |
| XOR/XNOR | 1 | 0.69 |
| buffers and inverters | 6 | 1.43 |
| adder cells (fa/ha/maj) | 9 | 3.77 |
| AND-OR/OR-AND | 16 | 3.57 |
==> power breakdown <==
part	switching (uW)	internal, uW
logic	1100	596
registers	74.7	1630
clock network	778	1070
total	1950	3290
==> cell usage after synthesis, types with 90 or more instances <==
cell type  instances  area, um^2
a211oi_1         146        1096
a21boi_0         481        3611
a21o_1           632        4745
a21oi_1         1778        8899
a221o_1          116        1161
a221oi_1         276        2417
a22o_1          1741       15250
a22oi_1          486        3649
a31oi_1          257        1608
and2_1           774        4842
and3_1           273        1708
buf_1            117       439.2
clkbuf_1        1520        5705
dfrtp_1         3421       85610
fa_1            2125       42540
ha_1            3318       41510
inv_1           3857       14480
mux2_2           484        5450
nand2_1         5600       21020
nand2b_1         311        1946
nand3_1          563        2818
nand4_1          232        1451
nor2_1          2324        8723
nor2b_1          361        2258
nor3_1           451        2257
nor4_1           107       669.4
o211ai_1          90       675.7
o21a_1           321        2410
o21ai_0         2514       12580
o21ai_1          129       645.6
o21bai_1         147        1104
o31ai_1          171        1284
or3_1            165        1032
xnor2_1         1765       15460
xor2_1           691        6052
==> sequential cells by signal, summed over array words and instances (netlist names) <==
register	flops
gen_Conv.fc.arr_mult	2560
gen_Conv.fc.arr_weight	160
gen_Conv.fc.r_ack_in	5
r_ack_w	1
r_bias	160
gen_Conv.fc.state	15
gen_Conv.fc.r_stb_out	5
gen_Conv.fc.r_data	160
r_EN_w	1
state	2
cnt_arr	32
gen_Conv.fc.cnt_seq	160
gen_Conv.fc.r_conv	160
==> layout by cell type (no fill, tap or decap), types with 691 or more instances in the layout <==
master	netlist	final
a21oi_1	1778	1773
a22o_1	1741	1741
and2_1	774	774
dfrtp_1	3421	3421
fa_1	2125	2125
ha_1	3318	3318
inv_1	3857	3857
nand2_1	5600	5599
nor2_1	2324	2265
o21ai_0	2514	2509
xnor2_1	1765	1765
xor2_1	691	691
==> layer usage <==
| metal | global-route usage [%] | wire (um) | vias to the layer above |
|---|---|---|---|
| met4 | 10.79 | 45020 | 37 |
| met3 | 12.01 | 113300 | 1806 |
| met1 | 52.03 | 487400 | 138200 |
| met5 | 0.5085 | 635 | - |
| li1 | - | - | 134100 |
| met2 | 48.55 | 474600 | 9438 |
==> kinds of logic (layout without fill, tap and decap cells) <==
family / count (synthesis) / in the layout / share of synthesized area, %
compound gates: 10030 / 10030 / 20.10
xor+xnor: 2486 / 2486 / 6.570
fa+ha+maj: 5443 / 5443 / 24.95
buf+inv: 5513 / 5675 / 6.147
flops: 3421 / 3421 / 25.41
mux: 518 / 518 / 1.720
other cells: 0 / 34 / 0
simple gates: 11440 / 11440 / 15.10
==> how the worst max path moves through the flow <==
stage | end | cells after the start | slack (ns) | from
4_1_cts | gen_Conv[0].fc.arr_mult[15][29]$_DFFE_PN0P_ | 34 | 63.29 | i_data[487]
5_1_grt | gen_Conv[0].fc.arr_mult[15][29]$_DFFE_PN0P_ | 34 | 62.34 | i_data[487]
6_report | gen_Conv[0].fc.arr_mult[15][29]$_DFFE_PN0P_ | 34 | 63.15 | i_data[487]
Power figures rest on the tool's default switching activity, not on a simulated workload.
