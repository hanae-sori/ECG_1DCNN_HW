==> flow/design.v <==
module Conv1d
    #(parameter
        DW = 32,
        in_ch = 1,
        size_k = 3, 
        stride = 1,
        MaxPool = 2
    )
    (
        clk,
        RSTn,
        i_EN_w,
        i_EN_c,
        o_busy,
        i_data,
        i_stb_in,
        o_ack_in,
        o_data,
        o_stb_out,
        i_ack_out
    );
    input clk,
          RSTn;
    input i_EN_w,
          i_EN_c;
    output o_busy;
    input [DW*in_ch-1:0] i_data;
    input i_stb_in;
    output o_ack_in;
    output [DW*MaxPool-1:0] o_data;
    output o_stb_out;
    input i_ack_out;
    reg r_ack_in;
    assign o_ack_in = r_ack_in;
    reg [DW-1:0] arr_weight[0:in_ch-1][0:size_k-1];
    reg [DW-1:0] arr_data[0:in_ch-1][0:(size_k-1)+(stride*(MaxPool-1))];
    reg [DW-1:0] arr_mult[0:MaxPool-1][0:in_ch-1][0:size_k-1];
    reg [31:0] cnt_arr;
    reg [DW-1:0] r_conv[0:MaxPool-1];
    reg [DW*MaxPool-1:0] r_data;
    assign o_data = r_data;
    reg r_stb_out;
    assign o_stb_out = r_stb_out;
    wire [DW-1:0] arr_sum[0:MaxPool-1][0:in_ch-1][1:size_k-1];
    genvar m, n, o;
    generate
        for (m = 0; m < MaxPool; m = m+1) begin : gen_sum
            for (n = 0; n < in_ch; n = n+1) begin
                assign arr_sum[m][n][1] = arr_mult[m][n][1] + arr_mult[m][n][0];
                for (o = 2; o < size_k; o = o+1) begin
                    assign arr_sum[m][n][o] = arr_sum[m][n][o-1] + arr_mult[m][n][o];
                end
            end
        end
    endgenerate
    reg [2:0] state;
    localparam IDLE = 3'b000,
               LOAD = 3'b110,
               DATA = 3'b111,
               MULT = 3'b100,
               ADD  = 3'b101,
               WAIT = 3'b001;
    integer i, j, k;
    always @(posedge clk, negedge RSTn)
        if (!RSTn) begin
            state <= IDLE;
            r_ack_in <= 0;
            for (i = 0; i < in_ch; i = i+1) begin
                for (j = 0; j < size_k; j = j+1) begin
                    arr_weight[i][j] <= 0;
                    for (k = 0; k < MaxPool; k = k+1) begin 
                        arr_mult[k][i][j] <= 0;
                    end
                end
                for (j = 0; j < size_k+(stride*(MaxPool-1)); j = j+1) begin
                    arr_data[i][j] <= 0;
                end
            end
            for (i = 0; i < MaxPool; i = i+1) begin
                r_conv[i] <= 0;
            end
            r_data <= 0;
            r_stb_out <= 0;
            cnt_arr <= 0;
        end
        else begin
            case (state)
                IDLE : begin
                    r_ack_in <= 0;
                    for (i = 0; i < MaxPool; i = i+1) begin
                        for (j = 0; j < in_ch; j = j+1) begin
                            for (k = 0; k < size_k; k = k+1) begin 
                                arr_mult[i][j][k] <= 0;
                            end
                        end
                    end
                    for (i = 0; i < MaxPool; i = i+1) begin
                        r_conv[i] <= 0;
                    end
                    cnt_arr <= 0;
                    case ({i_EN_w, i_EN_c})
                        2'b10 :
                            state <= LOAD;
                        2'b01 :
                            state <= DATA;
                        default :
                            state <= IDLE;
                    endcase
                end
                LOAD : begin
                    r_ack_in <= 1;
                    if (i_stb_in && o_ack_in) begin
                        r_ack_in <= 0;
                        for (i = 0; i < in_ch; i = i+1) begin
                            for (j = 0; j < size_k-1; j = j+1) begin
                                arr_weight[i][j+1] <= arr_weight[i][j];
                            end
                            arr_weight[i][0] <= i_data[i*DW +: DW];
                        end
                        if (cnt_arr == size_k-1)
                            state <= IDLE;
                        else begin
                            state <= LOAD;
                            cnt_arr <= cnt_arr+1;
                        end
                    end
                end
                DATA : begin
                    r_ack_in <= 1;
                    if (i_stb_in && o_ack_in) begin
                        r_ack_in <= 0;
                        for (i = 0; i < in_ch; i = i+1) begin
                            for (j = 0; j < (size_k-1)+(stride*(MaxPool-1)); j = j+1) begin
                                arr_data[i][j+1] <= arr_data[i][j];
                            end
                            arr_data[i][0] <= i_data[i*DW +: DW];
                        end
                        if (cnt_arr == MaxPool-1) begin
                            state <= MULT;
                            cnt_arr <= 0;
                        end
                        else begin
                            state <= DATA;
                            cnt_arr <= cnt_arr+1;
                        end
                    end
                end
                MULT : begin
                    state <= ADD;
                    r_ack_in <= 0;
                    for (i = 0; i < MaxPool; i = i+1) begin
                        for (j = 0; j < in_ch; j = j+1) begin
                            for (k = 0; k < size_k; k = k+1) begin 
                                arr_mult[i][j][k] <= arr_data[j][(i*stride)+k] * arr_weight[j][k];
                            end
                        end
                    end
                end
                ADD : begin
                    r_ack_in <= 0;
                    for (i = 0; i < MaxPool; i = i+1)
                        r_conv[i] <= r_conv[i] + arr_sum[i][cnt_arr][size_k-1];
                    if (cnt_arr == in_ch-1) begin
                        state <= WAIT;
                        cnt_arr <= 0;
                    end
                    else begin
                        state <= ADD;
                        cnt_arr <= cnt_arr+1;
                    end
                end
                WAIT : begin
                    r_ack_in <= 0;
                    if (!o_stb_out) begin
                        state <= IDLE;
                        for (i = 0; i < MaxPool; i = i+1)
                            r_data[i*DW +: DW] <= r_conv[i];
                        r_stb_out <= 1;
                    end
                    else
                        state <= WAIT;
                end
            endcase
            if (o_stb_out && i_ack_out)
                r_stb_out <= 0;
        end
        assign o_busy = |state;
endmodule
module comp2_gt
    #(parameter
        DW = 32
    )
    (
        i_a, 
        i_b,
        o_a_gt_b
    );
    input [DW-1:0] i_a, 
                   i_b;
    output o_a_gt_b;
    assign o_a_gt_b = i_a > i_b;
endmodule
module layer_1
    #(parameter
        DW = 32,
        in_ch = 1,
        out_ch = 2
    )
    (
        clk,
        RSTn,
        i_EN_w,
        i_EN_c,
        o_busy,
        i_data,
        i_stb_in,
        o_ack_in,
        o_data,
        o_stb_out,
        i_ack_out
    );
    input clk,
          RSTn;
    input i_EN_w, 
          i_EN_c;
    output o_busy;
    input [DW*in_ch-1:0] i_data;
    input i_stb_in;
    output o_ack_in;
    output [DW*out_ch-1:0] o_data;
    output o_stb_out;
    input i_ack_out;
    localparam size_k = 3, 
               stride = 1,
               MaxPool = 2;
    reg [DW-1:0] r_bias[0:out_ch-1];
    reg r_ack_w;
    reg r_EN_w;
    reg [31:0] cnt_arr;
    reg [1:0] state;
    localparam IDLE = 2'b00,
               BIAS = 2'b10,
               LOAD = 2'b01;
    integer i;
    always @(posedge clk, negedge RSTn)
        if (!RSTn) begin
            state <= IDLE;
            r_ack_w <= 0;
            r_EN_w <= 0;
            cnt_arr <= 0;
            for (i = 0; i < out_ch; i = i+1)
                r_bias[i] <= 0;
        end
        else begin
            case (state)
                IDLE : begin
                    r_ack_w <= 0;
                    r_EN_w <= 0;
                    cnt_arr <= 0;
                    if (i_EN_w)
                        state <= BIAS;
                    else 
                        state <= IDLE;
                end
                BIAS : begin
                    r_ack_w <= 1;
                    r_EN_w <= 0;
                    if (i_stb_in && o_ack_in) begin
                        r_ack_w <= 0;
                        for (i = 0; i < in_ch; i = i+1)
                            r_bias[(in_ch*cnt_arr)+i] <= i_data[i*DW +: DW];
                        if (cnt_arr == (out_ch/in_ch)-1) begin
                            state <= LOAD;
                            r_EN_w <= 1;
                            cnt_arr <= 0;
                        end
                        else begin
                            state <= BIAS;
                            cnt_arr <= cnt_arr+1;
                        end
                    end
                end
                LOAD : begin
                    r_ack_w <= 0;
                    r_EN_w <= 1;
                    if (i_stb_in && o_ack_in) begin
                        if (cnt_arr == size_k*out_ch-1) begin
                            state <= IDLE;
                            r_EN_w <= 0;
                        end
                        else begin
                            state <= LOAD;
                            cnt_arr <= cnt_arr+1;
                        end
                    end
                end
            endcase
        end
    wire [out_ch-1:0] w_EN_w;
    wire [out_ch-1:0] w_busy;
    wire [out_ch-1:0] w_ack_in;
    wire [DW-1:0] w_conv[0:MaxPool-1][0:out_ch-1];
    wire [DW-1:0] w_max[0:out_ch-1];
    wire [DW-1:0] w_data[0:out_ch-1];
    wire [out_ch-1:0] w_stb_out;
    wire [out_ch-1:0] o_gt_z;
    genvar m;
    generate
        for (m = 0; m < out_ch; m = m + 1) begin : gen_Conv
            assign w_EN_w[m] = r_EN_w && ((cnt_arr/size_k)==m);
            assign w_max[m] = o_gt_z[m] ? w_conv[1][m] : w_conv[0][m];
            assign w_data[m] = w_max[m] + r_bias[m];
            assign o_data[m*DW +: DW] = w_data[m];
            Conv1d
            #(
                .DW(DW),
                .in_ch(in_ch)
            )
            Conv
            (
                .clk(clk),
                .RSTn(RSTn),
                .i_EN_w(w_EN_w[m]),
                .i_EN_c(i_EN_c),
                .o_busy(w_busy[m]),
                .i_data(i_data),
                .i_stb_in(i_stb_in),
                .o_ack_in(w_ack_in[m]),
                .o_data({w_conv[1][m], w_conv[0][m]}),
                .o_stb_out(w_stb_out[m]),
                .i_ack_out(i_ack_out)
            );
            comp2_gt
            #(
                .DW(DW)
            )
            comp
            (
                .i_a(w_conv[1][m]), 
                .i_b(w_conv[0][m]),
                .o_a_gt_b(o_gt_z[m])
            );
        end
    endgenerate
    assign o_busy = (|w_busy) | (|state);
    assign o_ack_in = (state[1] && r_ack_w) | (|w_ack_in);
    assign o_stb_out = &w_stb_out;
endmodule
==> flow/run.sh <==
#!/bin/bash
# OpenROAD 26Q1-2900-gdf79404cd8, Yosys 0.63+post, stock flow scripts
make -C /OpenROAD-flow-scripts/flow DESIGN_CONFIG=/design/flow/config.mk WORK_HOME=/design/flow/orfs finish
==> flow/config.mk <==
export PLATFORM = sky130hd
export DESIGN_NAME = layer_1
export DESIGN_NICKNAME = layer_1
export VERILOG_FILES = /design/flow/design.v
export SDC_FILE = /design/flow/constraint.sdc
export NUM_CORES = 4
export LEC_CHECK = 1
export CORE_UTILIZATION = 50
==> flow/constraint.sdc <==
current_design layer_1

set clk_period 22.4
set clk_io_pct 0.2

create_clock -name clk0 -period $clk_period [get_ports {clk}]

set non_clock_inputs [all_inputs -no_clocks]
set_input_delay [expr $clk_period * $clk_io_pct] -clock clk0 $non_clock_inputs
set_output_delay [expr $clk_period * $clk_io_pct] -clock clk0 [all_outputs]
==> commit_impl_results.txt <==
Add synthesis and place-and-route results

* DRC violations left: 0
- The commonest cells after synthesis are 6250 x sky130_fd_sc_hd__inv_1, 5696 x sky130_fd_sc_hd__nand2_1, 4910 x sky130_fd_sc_hd__fa_1, 1993 x sky130_fd_sc_hd__ha_1, 1600 x sky130_fd_sc_hd__and2_1.
* Area occupied by registers: 31730 µm²
- Remaining global-route overflow: 0
- Warnings raised by the tools during the run amount to between 40 and 50.
- Detailed placement ended at an HPWL of 611.1 mm.
- TritonCTS Buffers: 167
- The worst setup path is captured at an output port.
- Cell count of the worst hold path: 2
- Once iteration 0 of detailed routing completed, the report listed about 9.2k DRC markers.
- The H-tree was split into 4 levels.
- Routability-driven placement finished with a final weighted congestion of a little under 1.
- For met2 alone, demand over resource in global routing was about half.
* Die Size: a little over 500000 µm²
- Final non-filler cell area: roughly 270000 µm²
* Post-layout period usage: just under 70%
- In this run the tool buffered the top-level ports with about 100 buffer cells.
- The smallest clock period supported by the final layout is computed as about 15 ns.
- Critical Path Start Type: flip-flop
- Fmax achieved: approximately 65 MHz
- In the final report, the number of hold violations comes to 0.
- Per the OpenROAD floorplan log, the area of the core is just over 500000 µm².
- The flow ran to the end, and the final reports show no timing, DRC or antenna violations.
- For this run, the number of standard cells in the final layout without fillers is roughly 35k.
* Vias: roughly 190k
- Area of the multi-input gates: 194600 µm²
- Clock latency on the worst-skew pair, taken at its later pin, is roughly 0.9 ns.
* Number of hold buffers added after cts: 0
- Worst setup skew after layout: 0.05686 ns
- According to the hold report, the worst path is of the reg -> reg type.
- The most common cell in the synthesized netlist is sky130_fd_sc_hd__inv_1.
* Antenna violations before repair: 68
- After synthesis, the share of flip-flops with an asynchronous set or reset is 100.0%.
* Unique cell type count in the Yosys netlist: ~120
- Counting flops with a built-in enable in the synthesized netlist gives 0.
- Post-synth regs: 1262
* Library cell appearing most often on the critical path: sky130_fd_sc_hd__a21oi_1
* Detail-routed via count per cell: between 5 and 6
* Relative slew margins: 31.58%
- The most used flip-flop cell after synthesis is sky130_fd_sc_hd__dfrtp_1.
- Crit-path max cell delay: 0.48 ns
- Reported max-cap violation count: 0
* TritonCTS clock tree: built
- Netlist area before placement: around 260000 µm²
- Req. time, crit path: 17.92 ns
* Largest fanout on the critical path: 33
- Per Yosys stat, the portion of area used by sequential elements is about an eighth.
- Cells with a size suffix above 1 make up between 6 and 7% of the layout.
- Power spread over the standard cell area amounts to between 50 and 60 nW/µm².
- Final core utilization: between 50% and 60%
- Number of cells on the worst reg-to-reg path: about 42
- In the global route stage, met1 resource usage came out at a little under half.
* Final setup fails: 0
- Total detailed-routing wirelength: between 800 and 900 mm
- Unrepaired setup endpoints after global routing: false
- Looking at area per cell type in the netlist, the leader is sky130_fd_sc_hd__fa_1.
- Slowest stage cell, crit path: sky130_fd_sc_hd__clkdlybuf4s50_1
- Fp util: roughly 50%
- The detailed placer reported the number of placed instances as between 30k and 40k.
- Slew at the pin with the worst max-slew slack: slightly above 1 ns
- Site Rows: 262
- Arrival time at the worst endpoint: roughly 11 ns
- The final layout report lists a filler cell count of roughly 46k.
- Setup fix buffers added after clock tree synthesis: 0
- Number of optimization iterations in the first detailed-route pass: 6
- Measured along the y axis, the die boundary spans 717.5 µm.
- Synthesis produced a netlist whose cell count is about 29k.
* Hold Worst Slack: around 0.47 ns
* Worst-case vdd ir drop: about 0.28 mV
* Cell area leaders: sky130_fd_sc_hd__fa_1 38%, sky130_fd_sc_hd__dfrtp_1 12%, sky130_fd_sc_hd__ha_1 9.7%
- Counting along the longest clock path gives a buffer depth of 4.
- Clock root buffer: sky130_fd_sc_hd__clkbuf_16
- First-pass GRT wire length: ~1300 mm
- During I/O placement, the number of pins put on the boundary was 105.
- The post-placement cell area is 263800 µm².
* Largest net degree at the start of global routing: roughly 110
- Layer with the highest usage: met2
* Clock-pin slew on the worst setup and hold paths: 0.06 ns
* Met3 GRT Util: ~22%
- Each instance of the synthesized netlist takes up on average roughly 8.9 µm².
- Die boundary width: 717.5 µm
- For this run, the total global-route usage over all layers was measured as a little over a third.
- Area added between synthesis and finish: 5.451%
* Max-slew violation count: 0
- Chip area estimate from yosys synthesis: between 200000 and 300000 µm²
- Count of clock tree sinks: between 1k and 1.5k
- Top-area cell type share of the netlist area: 38.40%
- Final ANT Viol Nets: 0
* Via count of the first global-routing pass: 202.5k
- Yosys stat counts roughly 29k cells in the synthesized netlist.
- The synthesis log from Yosys contains 8 warnings.
- After clock tree synthesis, the repair step resized 0 gates.
* Setup Total Neg Slack: 0 ns
* Crit path kind: reg -> out
* Static power due to leakage: ~140 nW
- After detailed routing, the average wire length per cell comes to around 23 µm.
==> cells in the final DEF, fill, tap and decap left out, drive strengths merged, types with 19 or more instances in the layout <==
master and n:
diode 53, xnor2 1059, and3 103, clkinv 34, dfrtp 1262, a21oi 563
or2 32, a31oi 40, nand2b 84, inv 6267, nor3 106, nand3 141
a21boi 97, bufinv 28, nor2 403, o31ai 205, o21bai 123, clkbuf 216
nand2 5696, nor4 30, xor2 311, a21o 110, o41ai 26, a22o 20
nand4 63, and2 1601, mux2i 19, or3 30, clkdlybuf4s50 98, mux2 708
nor2b 67, buf 597, o21ai 920, ha 1993, o21a 20, fa 4910
==> kinds of logic (layout without fill, tap and decap cells) <==
| logic type | Yosys count | after routing | synth area share (%) |
|---|---|---|---|
| xor gates and xnor gates | 1370 | 1370 | 4.688 |
| buffers and inverters | 7900 | 7249 | 11.66 |
| adders and majority gates | 6903 | 6903 | 48.14 |
| AOI/OAI and AO/OA | 2299 | 2299 | 5.435 |
| other | 0 | 53 | 0 |
| DFF | 1262 | 1262 | 12.34 |
| and+or+nand+nor | 8411 | 8411 | 14.54 |
| muxes | 727 | 727 | 3.190 |
==> final timing paths <==
| kind | startpoint | to | slack [ns] |
|---|---|---|---|
| max in group asynchronous | RSTn | gen_Conv[0].Conv.arr_mult[5][27]$_DFFE_PN0P_ | 15.01 |
| min in group asynchronous | RSTn | gen_Conv[1].Conv.arr_data[0][25]$_DFFE_PN0P_ | 3.53 |
| max reg2reg | cnt_arr[28]$_DFFE_PN0P_ | gen_Conv[1].Conv.state[2]$_DFFE_PN0P_ | 10.05 |
| max | gen_Conv[0].Conv.r_data[33]$_DFFE_PN0P_ | o_data[31] | 6.90 |
| min | gen_Conv[0].Conv.arr_mult[1][2]$_DFFE_PN0P_ | gen_Conv[0].Conv.arr_mult[1][2]$_DFFE_PN0P_ | 0.47 |
| min reg2reg | gen_Conv[0].Conv.arr_mult[1][2]$_DFFE_PN0P_ | gen_Conv[0].Conv.arr_mult[1][2]$_DFFE_PN0P_ | 0.47 |
==> critical path: cells and delay by family (launching register included) <==
family,cells,cell delay [ns]
compound gates,32,6.53
xor+xnor,1,0.17
fa+ha+maj,2,0.59
buf+inv,2,0.92
flops,1,0.40
mux,1,0.43
simple gates,8,1.05
==> state kept, by name, summed over array words and instances, names as in the netlist, 6 cells and up <==
| signal | count |
|---|---|
| gen_Conv.Conv.arr_mult | 384 |
| gen_Conv.Conv.arr_data | 256 |
| gen_Conv.Conv.arr_weight | 192 |
| gen_Conv.Conv.r_conv | 128 |
| gen_Conv.Conv.r_data | 128 |
| gen_Conv.Conv.cnt_arr | 64 |
| r_bias | 64 |
| cnt_arr | 32 |
| gen_Conv.Conv.state | 6 |
==> routing by layer <==
layer / vias to the layer above / share of wire, % / routed length, µm
li1: 84100 / - / -
met1: 94060 / 37 / 302500
met2: 7914 / 42 / 341200
met3: 1459 / 15 / 125400
met4: 71 / 4.8 / 38950
met5: - / 0.19 / 1524
==> where the power goes <==
| group | leakage, nW | total [mW] | internal [mW] | switching [mW] |
|---|---|---|---|---|
| sequential | 16.9 | 3.15 | 2.53 | 0.623 |
| combinational | 123 | 9.76 | 3.31 | 6.45 |
| clock | 2.94 | 3.04 | 1.82 | 1.22 |
| total | 142 | 16.0 | 7.66 | 8.30 |
==> per-stage QoR <==
step                power, mW  worst slack, ns
global placement        12.83            7.596
detailed placement      12.83            7.818
floorplan               8.570            9.917
CTS                     15.97            6.820
finish                  15.96            6.902
global route            17.11            6.104
==> area by class of cell <==
type	instances	share of cell area (%)
antenna	53	0.04914
clock buffer	216	1.748
clock inverter	83	0.4802
inverter	6255	8.698
multi-input combinational	19710	72.11
sequential	1262	11.76
tap	6732	3.121
timing repair buffer	695	2.041
Power figures rest on the tool's default switching activity, not on a simulated workload.
